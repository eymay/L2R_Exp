--- design.v ---
module shiftFF #(
parameter k = 16
)(
    input clk, 
    input rst,
    input [k-1:0]D,
    input En,
    input Shift, 
    output reg [k-1:0] Q
);
always @(posedge clk ) begin
    if(!rst)
        Q <= 0;
    else if(En)
        Q <= D;
    else if(Shift)
        Q <= Q << 1;
end
endmodule
--- config.mk ---
export PLATFORM = sky130hd
export DESIGN_NAME = shiftFF
export DESIGN_NICKNAME = shiftFF
export VERILOG_FILES = /design/flow/design.v
export SDC_FILE = /design/flow/constraint.sdc
export NUM_CORES = 4
export LEC_CHECK = 1
export CORE_AREA = 10 10 85 85
export DIE_AREA = 0 0 95 95
--- run.sh ---
#!/bin/bash
# OpenROAD 26Q1-2900-gdf79404cd8, Yosys 0.63+post, stock flow scripts
make -C /OpenROAD-flow-scripts/flow DESIGN_CONFIG=/design/flow/config.mk WORK_HOME=/design/flow/orfs finish
--- constraint.sdc ---
current_design shiftFF

set clk_period 1.3
set clk_io_pct 0.2

create_clock -name clk0 -period $clk_period [get_ports {clk}]

set non_clock_inputs [all_inputs -no_clocks]
set_input_delay [expr $clk_period * $clk_io_pct] -clock clk0 $non_clock_inputs
set_output_delay [expr $clk_period * $clk_io_pct] -clock clk0 [all_outputs]
==> results.py <==
# Generated from Yosys and OpenROAD reports
metrics = {
    "run_status": {
        "status": "completed",
    },
    "final_timing": {
        "hold_violations": 0,
        "worst_slew_margin_rel_pct": 87.49,
        "tightest_slew_ns": 0.1877,
        "rsz0062_at_grt": "false",
        "fin_skew_ns": 0.003338,
        "period_needed_ns": 1.222,
        "finalSetupViolCount": 0,
        "setup-tns-final_ns": 0,
        "drv_slew": 0,
        "fmax_ghz": 0.8186,
        "timing.final.crit_share_pct": 93.97,
    },
    "worst_setup_path": {
        "cp_cell_sequence": "dlygate4sd2_1 -> bufbuf_16 -> mux2_4 -> o211a_1",
        "cp_slowest_cell": "bufbuf_16",
        "crit_type": "in2reg",
        "endpoint_kind": "register",
        "start_kind": "primary input",
        "worst-path-max-fanout": 8,
        "critical_path_required_ns": 1.44,
        "crit_path_max_incr_delay_ns": 0.31,
        "cp.arrival_ns": 1.36,
    },
    "synthesis": {
        "ys_ff": 16,
        "yosys_warnings": 1,
        "yosys_cells": 70,
        "async_flop_share_pct": 0,
        "postSynthSeqShare_pct": 38.04,
        "synth.distinct_cells": 12,
        "yosysMostFrequentCell": "dfxtp_1",
        "top_area_share_pct": 38.04,
        "yosys.area.top_type": "dfxtp_1",
        "syn_area_um2": 842.1,
        "avgSynthCellArea_um2": 12.03,
        "area_leaders": "dfxtp_1, o211a_1, mux2_4",
        "common_cells": "dfxtp_1, nand2b_1, o211a_1",
        "netlist_instances": 70,
        "ff_type": "dfxtp_1",
        "ys_chip_area_um2": 842.1,
        "synth-edff-count": 0,
    },
    "layout": {
        "fin_util_pct": 26.54,
        "area_delta_synth_final_pct": 72.51,
        "drive_gt1_share_pct": 42.98,
        "stdcell_count": 193,
        "largest_reg_flops": 16,
        "fillers": 589,
        "top_regs": "Q: 16 flops",
        "largest-register": "Q",
    },
    "hold_path": {
        "hp-class": "in2reg",
    },
    "job": {
        "drv_cap": 0,
        "warning_count": 25,
    },
    "pwr": {
        "power.switching_mw": 0.2763,
        "seqPwrFrac_pct": 42.3,
        "p_per_area_mw_per_mm2": 894.6,
        "p_leak_nw": 0.7722,
        "max-vdd-ir-drop_mv": 0.5307,
        "clkPwrFrac_pct": 33.8,
        "p_int_mw": 1.023,
        "comb_power_share_pct": 23.9,
        "swShare_pct": 21.26,
    },
    "cts": {
        "clkSinkCount": 16,
        "clockBufferDepth": 2,
        "clock-root-buffer": "clkbuf_8",
        "numCtsBuffers": 3,
        "cts_htree_levels": 1,
        "cts_tree": "yes",
        "clock_latency_ns": 0.25,
        "cts.clk_slew.worst_paths_ns": 0.06,
    },
    "floorplan": {
        "core_mm2": 0.005473,
        "die_w_um": 95,
        "die_y_um": 95,
        "ios": 36,
        "fp-row-count": 27,
        "initial_core_util_pct": 15.39,
        "die_area_mm2": 0.009025,
    },
    "global_routing": {
        "grt_pass1_vias": 763,
        "overflow": 0,
        "antenna_found_initial": 0,
        "track_usage_pct": 5.748,
        "grt_pass1_wl_mm": 4.077,
        "grt_max_degree": 17,
    },
    "detailed_routing": {
        "antenna_cells_inserted": 0,
        "first_pass_iters": 4,
        "routed_wl_mm": 2.406,
        "drtIter0Drc": 39,
        "antenna_left": 0,
        "wl_per_cell_um": 12.47,
        "drc_errors": 0,
        "vias_per_cell": 3.622,
        "vias": 699,
    },
    "placement": {
        "routabilityCongestion": 0.7614,
        "io_buffers": 35,
        "dp.cells": 176,
        "hpwl_mm": 1.812,
    },
}
[power by group through the flow]
stage,logic [mW],clock network [mW],registers (mW)
global route,0.340,0.491,0.556
CTS,0.315,0.451,0.551
finish,0.310,0.439,0.550
[worst max-delay path: cells and delay by family]
family | cells | cell delay [ns]
AND-OR/OR-AND | 1 | 0.20
multiplexers | 1 | 0.29
buffers and inverters | 2 | 0.61
[through the flow]
stage / setup slack, ns / power, mW / hold slack [ns] / cell area (µm²)
after floorplan: 0.1979 / 0.6897 / 0.3934 / 842.1
after global placement: -0.2904 / 0.8447 / 0.5768 / 1277
after detailed placement: -0.3053 / 0.8450 / 0.5781 / 1277
after CTS: 0.08030 / 1.317 / 0.5874 / 1453
after global routing: 0.04964 / 1.388 / 0.5900 / 1453
final: 0.07840 / 1.299 / 0.5815 / 1453
[final cells by class]
type	count	area [µm²]	area share, %
clock buffers	4	55.05	3.790
flip-flops and latches	16	339.1	23.34
repair buffers	53	501.7	34.54
multi-input cells	48	466.7	32.13
well taps	72	90.09	6.202
[layout by cell type, fill, tap and decap left out, drive strengths merged]
cell           netlist  layout
clkdlybuf4s50        0      18
dlygate4sd2          0      17
buf                  4      17
dfxtp               16      16
nand2b              15      15
o211a               15      15
mux2                15      15
clkbuf               2       4
nand2                1       1
or3b                 1       1
a21boi               1       1
bufbuf               0       1
[cell families (layout without fill, tap and decap cells)]
logic type,count (synthesis),in the layout,share of synthesized area (%)
flip-flops,16,16,38.04
AND-OR/OR-AND,16,16,18.72
buffers and inverters,6,57,6.538
AND/OR/NAND/NOR,17,17,12.63
multiplexers,15,15,24.07
[worst paths after layout]
check        start    end  slack, ns  cells after the start
min reg2reg  Q[15]  Q[15]       0.61                      2
max reg2reg  Q[12]  Q[12]       0.29                      3
max          Shift  Q[12]       0.08                      4
min           D[0]   Q[0]       0.58                      3
[per-layer routing]
layer / track usage [%] / part of all wire, % / vias to the layer above
li1: - / - / 356
met1: 8.285 / 51 / 318
met2: 8.295 / 41 / 25
met3: 2.404 / 7.1 / 0
met4: 0.1247 / 0 / 0
met5: 0 / 0 / -
[repair_timing]
| action | in CTS | in global routing |
|---|---|---|
| setup buffers | 12 | 0 |
| setup endpoints to repair | 24 | 0 |
| gates resized | 32 | 0 |
| hold buffers | 0 | 0 |
No activity file was given, so power comes from the tool's default toggle rates.
