==> flow/design.v <==
module dff #(
parameter k = 16
) (
    input clk,
    input rst,
    input [k-1:0] D,
    input En,
    output reg [k-1:0] Q
);
always @(negedge clk ) begin
    if(!rst)
        Q <= 0;
    else if(En) 
        Q <= D;
end
endmodule
==> flow/run.sh <==
#!/bin/bash
# OpenROAD 26Q1-2900-gdf79404cd8, Yosys 0.63+post, stock flow scripts
make -C /OpenROAD-flow-scripts/flow DESIGN_CONFIG=/design/flow/config.mk WORK_HOME=/design/flow/orfs finish
==> flow/config.mk <==
export PLATFORM = sky130hd
export DESIGN_NAME = dff
export DESIGN_NICKNAME = dff
export VERILOG_FILES = /design/flow/design.v
export SDC_FILE = /design/flow/constraint.sdc
export NUM_CORES = 4
export LEC_CHECK = 1
export CORE_AREA = 10 10 80 80
export DIE_AREA = 0 0 90 90
==> flow/constraint.sdc <==
current_design dff

set clk_period 1.0
set clk_io_pct 0.2

create_clock -name clk0 -period $clk_period [get_ports {clk}]

set non_clock_inputs [all_inputs -no_clocks]
set_input_delay [expr $clk_period * $clk_io_pct] -clock clk0 $non_clock_inputs
set_output_delay [expr $clk_period * $clk_io_pct] -clock clk0 [all_outputs]
==> results_dict.tcl <==
# yosys + openroad results
set metrics [dict create \
    worstPathArrival_ns 1.24 \
    hold_start "Q[4]$_SDFFE_NN0P_" \
    fp_util 0.131 \
    critPathKind "flip-flop to output pin" \
    firstDrtPassIters 2 \
    wire_per_inst_um 11.0 \
    rsz0062_at_grt "yes" \
    tritoncts "yes" \
    critPathLaunchType "flip-flop" \
    path_clk_slew_ns 0.04 \
    avgSynthCellArea_um2 11.9 \
    seqCellArea_um2 340 \
    die-area_mm2 0.00810 \
    required_ns 0.80 \
    whs_ns 0.492 \
    p_sw_mw 0.472 \
    diodes 0 \
    p_seq_frac 0.423 \
    place_ws_ns -0.796 \
    numSynthFlops 16 \
    ys_cells 52 \
    slew-limit-headroom 0.899 \
    yosys-stat-area_um2 619 \
    reg_top3 "Q: 16 flops" \
    cts_root_buf "clkbuf_8" \
    final_max_slew_viol_count 0 \
    final_common_cell "buf_2" \
    hold_class "flip-flop to flip-flop" \
    grt_pass1_wl_mm 3.07 \
    io_buffers 34 \
    post-dp-hpwl_mm 1.37 \
    setup_viol 16 \
    r2r_start "Q[11]$_SDFFE_NN0P_" \
    warning_count 44 \
    die_y_um 90 \
    cpMaxStageDelayCell "dfxtp_2" \
    max-clock-path-buffers 2 \
    gr-total-overflow 0 \
    ant_nets 0 \
    areaGrowthSynthToFinish_pct 83.4 \
    viasPerCell 3.16 \
    status "finished, violations left" \
    fin_ws_ns -0.442 \
    tightest_slew_ns 0.147 \
    pwr-share-comb 0.130 \
    crit_path_max_fanout 2 \
    vias 559 \
    core_mm2 0.00472 \
    fin_skew_ns 0 \
    nFillCells 510 \
    hold_viol 0 \
    dieWidth_um 90 \
    p_int_mw 1.19 \
    place_area_mm2 0.00105 \
    design_area_mm2 0.00114 \
    yosysSeqAreaShare 0.517 \
    p_per_area_mw_per_mm2 1470 \
    hold_buffers 0 \
    remaining_drc_errors 0 \
    crit_start "Q[6]$_SDFFE_NN0P_" \
    ir_drop_uv 351 \
    drtIter0Drc 2 \
    cap_violations 0 \
    violations "negative setup slack" \
    num_io_pins 35 \
    cp-end-kind "output pin" \
    htreeDepth 1 \
    clkLatencyLatePin_ns 0.32 \
    clockPowerShare 0.447 \
    comb_area_um2 260 \
    antenna_found_initial 0 \
    track_usage 0.0473 \
    gp_congestion 0.661 \
    netlist_instances 52 \
    fin_util 0.241 \
    fin_setup_tns_ns -6.81 \
    switching_share 0.283 \
    crit_chain "buf_2" \
    critPathTopFamily "flip-flops" \
    grt_max_degree 10 \
    cp.buffers_inverters 1 \
    regMostFlops "Q" \
    p_leak_nw 0.598 \
    routed_wl_mm 1.96 \
    ys_warn_count 1 \
    numCtsBuffers 3 \
    clkSinkCount 16 \
    slowest_delay_ns 0.31 \
    num_rows 25 \
    synthesis.area_um2 619 \
    largest_register_ffs 16 \
    layout-drive-gt1-share 0.418 \
    grt_pass1_vias 653 \
    synthDistinctLibCells 7 \
]
cells by family (layout without fill, tap and decap cells):
group,count (synthesis),in the layout,share of synthesized area
flops,16,16,0.517
mux,16,16,0.259
simple gates,16,16,0.162
buf+inv,4,62,0.0626
metal layers:
metal  wire length (um)  vias to the layer above  part of all wire  GRT usage
li1                   -                      285                 -          -
met1                769                      241              0.39     0.0485
met2                922                       28              0.47     0.0732
met3                221                        5              0.11     0.0319
met4                 41                        0             0.021     0.0212
met5                  0                        -                 0          0
final timing paths:
check / to / slack, ns / depth (start not counted)
min: Q[4]$_SDFFE_NN0P_ / 0.49 / 2
min reg2reg: Q[4]$_SDFFE_NN0P_ / 0.49 / 2
max: Q[6] / -0.44 / 1
max reg2reg: Q[11]$_SDFFE_NN0P_ / 0.19 / 4
cells in the mapped netlist:
master	count	area (um2)
inv_1	1	3.75
dfxtp_1	16	320
buf_6	1	11.3
nor2b_1	16	100
buf_12	1	20.0
clkbuf_1	1	3.75
mux2i_1	16	160
stage by stage:
step,cells,total power [mW]
after floorplan,52,0.896
after CTS,177,1.72
after detailed placement,154,1.06
after global placement,154,1.06
after global routing,177,1.83
final,177,1.67
area by class of cell:
type / instances / share of cell area
multi-input combinational: 32 / 0.229
tap: 67 / 0.0738
clock inverter: 17 / 0.0573
clock buffer: 3 / 0.0363
sequential: 16 / 0.300
timing repair buffer: 42 / 0.304
power groups by stage:
stage                 combinational [mW]  clock [mW]  sequential (mW)
final                              0.217       0.745            0.704
after global routing               0.241       0.881            0.707
after CTS                          0.222       0.798            0.704
what timing repair did:
action | CTS | global route
buffers inserted | 2 | 0
gates resized | 91 | 2
endpoints found under the setup margin | 32 | 21
cloned | 2 | 0
worst min-delay path, cell delays in order, from the launching register on:
cell	delay, ns
dfxtp_2	0.31
mux2i_1	0.05
nor2b_1	0.09
Power and IR drop assume default switching activity.
