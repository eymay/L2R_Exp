===== flow/design.v =====
module counter #(
    parameter k = 3
) (
    input rst,
    input clk,
    input en,
    input [k-1:0] counter_in,
    output [k-1:0] out
);
reg [k-1:0] counter;
always @(negedge clk ) begin
    if(rst || !en)   
        counter <= counter - 1;
end
always@(*) begin
    if(!rst) 
        counter <= 0;
    else if(en) 
        counter <= counter_in;
end
assign out = counter;
endmodule

===== flow/run.sh =====
#!/bin/bash
# OpenROAD 26Q1-2900-gdf79404cd8, Yosys 0.63+post, stock flow scripts
make -C /OpenROAD-flow-scripts/flow DESIGN_CONFIG=/design/flow/config.mk WORK_HOME=/design/flow/orfs finish

===== flow/config.mk =====
export PLATFORM = sky130hd
export DESIGN_NAME = counter
export DESIGN_NICKNAME = counter
export VERILOG_FILES = /design/flow/design.v
export SDC_FILE = /design/flow/constraint.sdc
export NUM_CORES = 4
export LEC_CHECK = 1
export CORE_AREA = 10 10 70 70
export DIE_AREA = 0 0 80 80

===== flow/constraint.sdc =====
current_design counter

set clk_period 1.3
set clk_io_pct 0.2

create_clock -name clk0 -period $clk_period [get_ports {clk}]

set non_clock_inputs [all_inputs -no_clocks]
set_input_delay [expr $clk_period * $clk_io_pct] -clock clk0 $non_clock_inputs
set_output_delay [expr $clk_period * $clk_io_pct] -clock clk0 [all_outputs]

==> notes.md <==
Ranked by total cell area, the synthesized netlist is headed by sky130_fd_sc_hd__edfxtp_1 44%, sky130_fd_sc_hd__dlxtn_1 22%, sky130_fd_sc_hd__and2_1 9.1%. The first error in the log reads "ERROR: Found 3 problems in 'check -assert'". The number of warnings issued by yosys was 1; the area share of the largest cell type after synthesis was 43.90%. Per the Yosys statistics, synthesis produced 17 cells.

Yosys reports a chip area of 205.2 um^2. The flow did not finish. Per the synth log, the flip-flop and latch total comes to 6. Cell type with the highest aggregate area in the netlist: sky130_fd_sc_hd__edfxtp_1. The failing step is synthesis.

The synthesized netlist contains 8 unique library cells.
[synth_stat cells, drive strengths merged]
| cell type | n |
|---|---|
| and2 | 3 |
| dlxtn | 3 |
| edfxtp | 3 |
| ha | 1 |
| inv | 4 |
| nand2b | 1 |
| nor2b | 1 |
| xor2 | 1 |
[cells by family after synthesis]
family	share of synthesized area, %
xor gates and xnor gates	4.269
adders and majority gates	6.097
buffers and inverters	7.315
DFF	43.90
latches	21.95
and+or+nand+nor	16.47
